--- flow/run.sh ---
#!/bin/bash
# OpenROAD 26Q1-2900-gdf79404cd8, Yosys 0.63+post, stock flow scripts
make -C /OpenROAD-flow-scripts/flow DESIGN_CONFIG=/design/flow/config.mk WORK_HOME=/design/flow/orfs finish
--- flow/config.mk ---
export PLATFORM = sky130hd
export DESIGN_NAME = VALU_BQ
export DESIGN_NICKNAME = VALU_BQ
export VERILOG_FILES = /design/flow/design.v
export SDC_FILE = /design/flow/constraint.sdc
export NUM_CORES = 4
export LEC_CHECK = 1
export CORE_UTILIZATION = 30
--- flow/constraint.sdc ---
current_design VALU_BQ

set clk_period 3.5
set clk_io_pct 0.2

create_clock -name clk0 -period $clk_period [get_ports {clk}]

set non_clock_inputs [all_inputs -no_clocks]
set_input_delay [expr $clk_period * $clk_io_pct] -clock clk0 $non_clock_inputs
set_output_delay [expr $clk_period * $clk_io_pct] -clock clk0 [all_outputs]
--- flow/design.v ---
module VALU_BQ(clk, rstn, Write, Read, Oprnd_B, DataOut);
	input clk, rstn, Read, Write;
	input [31:0] Oprnd_B;   
	output reg [31:0] DataOut;   
	integer i;
	integer EnQ_index = 0;   
	reg [31:0] Queue[0:4];   
	always@(posedge clk or negedge rstn)
	begin
		if(!rstn)
			for(i = 0; i<5; i=i+1)
				Queue[i] = -1;   
		else
		begin
			if(Write)
			begin
				Queue[EnQ_index] <= Oprnd_B;
				EnQ_index = EnQ_index + 1;
			end
			else if(Read)
			begin
				DataOut = Queue[0];   
				for(i = 0; i<4; i=i+1)	
					Queue[i] <= Queue[i+1];
				Queue[4] = -1;		
				EnQ_index = EnQ_index - 1;
			end
		end
	end
endmodule
==> flow_metrics.env <==
# flow metrics
export IMPL_status="complete, no violations"
export IMPL_grt_busiest_layer="met2"
export IMPL_most_common_logic_cells_in_the_final_layout="160 x dfstp_2, 131 x inv_1, 128 x o21ai_0"
export IMPL_logic_area_sq_mm=0.00278
export IMPL_worst_clock_skew_ps=8.13
export IMPL_ctsRootBufferMaster="clkbuf_16"
export IMPL_numCtsBuffers=17
export IMPL_critical_path_max_fanout=32
export IMPL_power_sequential_fraction_pct=53.5
export IMPL_floorplanUtilization_pct=30.5
export IMPL_report_power_total_mw=6.24
export IMPL_period_minus_slack_ps=2190
export IMPL_switching_fraction_pct=23.6
export IMPL_slew_limit_headroom_pct=50.9
export IMPL_max_clock_path_buffers=2
export IMPL_grt_met3_usage_pct=3.28
export IMPL_avgRoutedWirePerCell_microns=14.1
export IMPL_switching_power_mw=1.48
export IMPL_finalClockPeriodUsage_pct=62.5
export IMPL_report_final_setup_viol=0
export IMPL_cp_required_ps=3850
export IMPL_grt_util_met2_pct=18.4
export IMPL_drtPass1Iterations=4
export IMPL_intPower_mw=4.76
export IMPL_critPathCaptureType="register"
export IMPL_fillers=2754
export IMPL_grt_max_degree=86
export IMPL_postSynthRegisterBits=195
export IMPL_io_pins=68
export IMPL_postLayoutSetupSlackWorst_ps=1310
export IMPL_flow_area_growth_from_synthesis_pct=18.3
export IMPL_maxClockFrequency_mhz=457
export IMPL_wire_length_of_the_first_global_routing_pass_microns=27200
export IMPL_utilization_of_the_core_after_routing_pct=36.1
export IMPL_h_tree_depth=4
export IMPL_vias=5046
export IMPL_cp_start_kind="input pin"
export IMPL_synthesis_yosys_warnings=2
export IMPL_clock_power_share_pct=30.6
export IMPL_fin_hold_viols=0
export IMPL_ys_flop_type="dfstp_2"
export IMPL_final_cells=1152
export IMPL_die_size_x_microns=173
export IMPL_tightest_slew_ps=736
export IMPL_layout_top_cell="dfstp_2"
export IMPL_grt_util_all_layers_pct=11.7
export IMPL_setup_total_negative_slack_ps=0
export IMPL_ir_drop_mv=0.327
export IMPL_die_height_microns=173
export IMPL_timing_worst_setup_path_type="in -> reg"
export IMPL_synth_async_reset_ratio_pct=82.1
export IMPL_final_max_slew_violation_count=0
export IMPL_met1_usage_pct=17.5
export IMPL_synth_yosys_num_cells=696
export IMPL_antenna_violating_nets_post_route=0
export IMPL_layout_area_seq_sq_mm=0.00526
export IMPL_postSynthCellCount=696
export IMPL_ctsResizeCount=0
export IMPL_worst_endpoint_arrival_ps=2540
export IMPL_insertedDiodeCount=0
export IMPL_synth_cell_area_sq_mm=0.00875
export IMPL_drc=0
export IMPL_detail_route_vias_per_cell=4.38
export IMPL_rsz0062_at_grt="false"
export IMPL_powerDensity_mw_per_mm2=603
export IMPL_post_cts_repair_setup_buffers=0
export IMPL_chipArea_sq_mm=0.0298
export IMPL_synth_seq_share_pct=60.1
export IMPL_gp_routability_congestion=0.751
export IMPL_cts_sink_count=195
export IMPL_detailedPlace_worstSlack_ps=870
export IMPL_gr_total_overflow=0
export IMPL_holdBufCountCts=0
export IMPL_path_clk_slew_ps=70
export IMPL_core_region_area_sq_mm=0.0287
export IMPL_rows=62
export IMPL_static_leakage_nw=4.40
export IMPL_drive_above_1_share_pct=42.3
export IMPL_clkLatencyLatePin_ps=420
export IMPL_via_count_of_the_first_global_routing_pass=5089
export IMPL_tool_warnings=25
export IMPL_max_capacitance_violation_total=0
export IMPL_placed_cells=1120
export IMPL_enable_flop_cells=35
export IMPL_final_design_area_no_fill_sq_mm=0.0104
export IMPL_port_buffers=67
export IMPL_worst_hold_path_type="reg -> reg"
export IMPL_synth_avg_cell_area_sq_um=12.6
export IMPL_dpl_instance_area_sq_mm=0.00977
export IMPL_drt_total_wl_microns=16300
export IMPL_yosys_stat_chipArea_sq_mm=0.00875
export IMPL_tritoncts="done"
export IMPL_dp_hpwl_microns=9730
export IMPL_detailedRoute_firstIterationViolations=200
export IMPL_smallest_hold_slack_ps=515
export IMPL_synth_cell_type_count=23
export IMPL_antenna_found_initial=1
export IMPL_share_comb_of_total_power_pct=15.9
worst max-delay path: stages:
cell	delay [ps]
clkdlybuf4s50_1	490
nor2b_4	300
a31o_4	620
mux2_2	410
power by group through the flow:
stage	clock (mW)	sequential [mW]	combinational [mW]
4_1_cts	1.98	3.34	1.01
5_1_grt	2.06	3.41	1.12
6_report	1.91	3.34	0.991
cells by family after synthesis:
kind of cell    after synthesis  share of synthesized area, %
xor+xnor                      2                         0.200
compound gates              165                          11.5
mux                         128                          17.8
buf+inv                     168                          8.28
simple gates                 37                          1.92
flops                       195                          60.1
fa+ha+maj                     1                         0.229
cell usage after synthesis (2+ instances only):
| master | number | area (sq um) |
|---|---|---|
| buf_6 | 10 | 113 |
| a31oi_4 | 3 | 63.8 |
| buf_4 | 3 | 22.5 |
| mux2_1 | 13 | 146 |
| mux2_2 | 85 | 957 |
| o22a_1 | 32 | 280 |
| o21ai_0 | 128 | 641 |
| nand2_1 | 32 | 120 |
| xnor2_1 | 2 | 17.5 |
| inv_1 | 131 | 492 |
| mux2_4 | 30 | 450 |
| dfstp_2 | 160 | 4200 |
| buf_2 | 6 | 30.0 |
| clkbuf_1 | 18 | 67.6 |
| edfxtp_1 | 35 | 1050 |
sequential cells by signal, summed over array words and instances, names as in the netlist:
signal	count
EnQ_index	3
DataOut	32
Queue	160
final timing paths:
kind	from	to	slack [ps]	depth (start not counted)
worst max-delay path	Read	Queue[3][31]	1310	4
worst min-delay path	Queue[4][2]	Queue[4][2]	510	1
worst max register to register	EnQ_index[2]	Queue[3][31]	1550	3
worst min register to register	Queue[4][2]	Queue[4][2]	510	1
max in group asynchronous	rstn	Queue[0][25]	2230	2
min in group asynchronous	rstn	Queue[1][29]	540	1
final cells by class:
class	count	area share (%)
clock buffer	20	4.31
timing repair buffer	77	7.43
clock inverter	12	1.28
multi-input combinational	333	26.8
sequential	195	50.8
inverter	131	4.75
tap	384	4.64
layer usage:
layer	routed length, microns	vias to the layer above
met5	0	-
met4	173	0
met3	830	16
met2	7480	74
met1	7780	2512
li1	-	2444
No activity file was given, so power comes from the tool's default toggle rates.
