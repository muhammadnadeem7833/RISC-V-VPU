File: /design/flow/run.sh
#!/bin/bash
# OpenROAD 26Q1-2900-gdf79404cd8, Yosys 0.63+post, stock flow scripts
make -C /OpenROAD-flow-scripts/flow DESIGN_CONFIG=/design/flow/config.mk WORK_HOME=/design/flow/orfs finish
File: /design/flow/config.mk
export PLATFORM = sky130hd
export DESIGN_NAME = VALU_WBQ
export DESIGN_NICKNAME = VALU_WBQ
export VERILOG_FILES = /design/flow/design.v
export SDC_FILE = /design/flow/constraint.sdc
export NUM_CORES = 4
export LEC_CHECK = 1
export CORE_UTILIZATION = 30
File: /design/flow/constraint.sdc
current_design VALU_WBQ

set clk_period 5.5
set clk_io_pct 0.2

create_clock -name clk0 -period $clk_period [get_ports {clk}]

set non_clock_inputs [all_inputs -no_clocks]
set_input_delay [expr $clk_period * $clk_io_pct] -clock clk0 $non_clock_inputs
set_output_delay [expr $clk_period * $clk_io_pct] -clock clk0 [all_outputs]
File: /design/flow/design.v
module VALU_WBQ(clk, rstn, Write, Read, ALU_ans, DataOut);
	input clk, rstn, Read, Write;
	input [31:0] ALU_ans;   
	output reg [31:0] DataOut;   
	integer i;
	integer EnQ_index = 0;   
	reg [31:0] Queue[0:3];   
	always@(posedge clk or negedge rstn)
	begin
		if(!rstn)
			for(i = 0; i<4; i=i+1)
				Queue[i] = -1;   
		else
		begin
			if(Write)
			begin
				Queue[EnQ_index] <= ALU_ans;
				EnQ_index = EnQ_index + 1;
			end
			else if(Read)
			begin
				DataOut = Queue[0];   
				for(i = 0; i<3; i=i+1)	
					Queue[i] <= Queue[i+1];
				Queue[3] = -1;		
				EnQ_index = EnQ_index - 1;
			end
		end
	end
endmodule
==> results.yml <==
# generated from flow reports
status:
  outcome: "complete, no violations"
floorplan:
  fp-row-count: 57
  coreArea_um2: 24390
  ioPinCount: 68
  fp-utilization_pct: 30.68
  die_area_um2: 25580
  die_h_um: 159.9
  fp.dieW_um: 159.9
final_timing:
  setup-tns-final_ns: 0
  finalHoldViolations: 0
  finalClockPeriodUsage_pct: 55.94
  relSlewSlack_pct: 45.16
  tightestPinTransition_ns: 0.8227
  fin_ws_ns: 2.423
  fin_skew_ns: 0.007919
  fin_crit_ns: 3.077
  report.final.slew_viol_count: 0
  rsz0062_at_grt: "false"
  fmax_mhz: 325.0
  holdWs_ns: 0.4517
  setup_viol: 0
drt:
  wl_per_cell_um: 17.24
  viasPerCell: 5.293
  num_vias: 5790
  wl_mm: 18.86
  drt_first_pass_iters: 5
  drc: 0
  antenna-diode-count: 0
  first_iter_violations: 438
  ant_nets: 0
logic_synthesis:
  aoi_share_pct: 13.61
  synth-seq-cells: 162
  ys_sh_xor_pct: 0.1170
  netlist_logic_family_top: "simple AND/OR/NAND/NOR gates"
  topCellsByArea: "dfstp_2 (45%), edfxtp_1 (14%), nand3_1 (13%)"
  top_cell: "nand3_1"
  mux_share_pct: 0
  edf_count: 34
  synthCells: 731
  ys_cells: 731
  simple_gate_area_share_pct: 21.80
  top_area_share_pct: 44.94
  yosysTopAreaCell: "dfstp_2"
  postSynth.asyncResetShare_pct: 79.01
  ys_chip_area_um2: 7483
  common_cells: "nand3_1 (191), nand2_1 (158), dfstp_2 (128)"
  avgSynthCellArea_um2: 10.24
  synth_warnings: 2
  ys.flop_type: "dfstp_2"
  ys_seq_share_pct: 58.59
  yosys.area_share.adder_pct: 0
  syn_area_um2: 7483
  synthDistinctLibCells: 25
clock_network:
  clkLatencyLatePin_ns: 0.42
  cts.path.max_buffers: 2
  cts_resized: 0
  cts_tree: "done"
  clock-sinks: 162
  path_clk_slew_ns: 0.07
  numCtsBuffers: 17
  htree_levels: 4
  root_buffer: "clkbuf_16"
  hold_buffers: 0
  postCtsSetupBuffers: 0
power:
  ir_drop_mv: 0.1613
  p_leak_nw: 3.346
  p_sw_mw: 0.8426
  p_int_mw: 2.465
  p_total_mw: 3.308
  switching_share_pct: 25.47
  clockPowerShare_pct: 37.5
  power_density_nw_per_um2: 372.9
  power_frac_seq_pct: 50.3
  p_comb_share_pct: 12.3
global_routing:
  grt_first_pass_wirelength_mm: 30.46
  antenna_found_initial: 1
  grt_busiest_layer: "met1"
  grt_util_met2_pct: 23.48
  grt_remaining_overflow: 0
  grt_usage_pct: 15.35
  grt_pass1_vias: 5649
  use_met1_pct: 23.79
  met3_usage_pct: 3.362
  grt_max_degree: 80
setup_path:
  worstPathArrival_ns: 3.17
  cp_slowest_stage_delay_ns: 0.52
  crit_path_end_kind: "flop"
  reg2regPathDepth: 4
  crit_fanout: 62
  critPathSlowestCell: "clkdlybuf4s50_1"
  critPathKind: "in2reg"
  reg2reg_setup_slack_ns: 3.40
  r2r-end: "EnQ_index[1]"
  crit_required_ns: 5.59
  cpMostUsedCell: "buf_4"
  worstPathCellList: "clkdlybuf4s50_1, nor2b_4, buf_4, and2_2, buf_4"
  cp-start-kind: "input port"
  reg2reg_from: "EnQ_index[1]"
worst_hold_path:
  hold-path-cell-count: 2
  worstHoldStart: "Queue[3][17]"
  hold_path_end: "Queue[3][17]"
  hold_path_class: "reg2reg"
placed_design:
  placed_area_um2: 8248
  placed_cells: 1062
  portBuffers: 67
  routabilityCongestion: 0.7334
  post-place-ws_ns: 1.973
  dp_hpwl_mm: 10.54
cells_and_area:
  post-route-util_pct: 36.36
  syn2layout_area_growth_pct: 18.53
  instances_no_fill: 1094
  fin_area_um2: 8870
  drive_above_1_share_pct: 23.38
flow_run:
  warning_count: 25
  maxCapViolCount: 0
## kinds of logic (layout without fill, tap and decap cells)
group,Yosys count,after routing
buffers and inverters,77,116
xor gates and xnor gates,1,1
DFF,162,162
and+or+nand+nor,360,360
AOI/OAI and AO/OA,131,131
## sequential cells by signal, indices dropped and copies added, names as in the netlist
register / flops
EnQ_index: 2
DataOut: 32
Queue: 128
## worst max-delay path, delay by kind of cell
family / cells / cell delay [ns]
simple gates: 2 / 0.59
buf+inv: 3 / 1.43
## cell type report
cell class | count | area (µm²)
clock buffer | 26 | 530.5
tap | 324 | 405.4
fill | 2391 | 15520
multi-input combinational | 492 | 2673
sequential | 162 | 4384
clock inverter | 6 | 91.34
timing repair buffer | 81 | 774.5
inverter | 3 | 11.26
## per-layer routing
metal / vias to the layer above / share of wire (%)
met2: 160 / 48
met1: 2855 / 45
met4: 0 / 1.3
met3: 18 / 5.5
li1: 2757 / -
met5: - / 0
## power by group through the flow
| stage | Sequential (mW) | Clock (mW) | Combinational, mW |
|---|---|---|---|
| 4_1_cts | 1.66 | 1.26 | 0.411 |
| 5_1_grt | 1.69 | 1.31 | 0.460 |
| 6_report | 1.66 | 1.24 | 0.406 |
## worst max path at each step
stage         from           to  cells after the start
global route  Read  DataOut[24]                      5
CTS           Read  DataOut[24]                      5
finish        Read  DataOut[24]                      5
## cell usage in the layout, fill, tap and decap left out, drive strengths merged, types with 4 or more instances in the layout
master         instances
nand3                191
clkbuf                26
a32oi                 96
clkdlybuf4s50         65
nand2                158
dfstp                128
inv                    4
edfxtp                34
buf                   16
a21oi                 33
Power figures rest on the tool's default switching activity, not on a simulated workload.
