==> flow/design.v <==
module VALU_AQ(clk, rstn, Write, Read, Oprnd_A, DataOut);
	input clk, rstn, Read, Write;
	input [31:0] Oprnd_A;   
	output reg [31:0] DataOut;   
	integer i;
	integer EnQ_index = 0;   
	reg [31:0] Queue[0:4];   
	always@(posedge clk or negedge rstn)
	begin
		if(!rstn)
		begin
			for(i = 0; i<5; i=i+1)
				Queue[i] = -1;   
		end
		else
		begin
			if(Write)
			begin
				Queue[EnQ_index] <= Oprnd_A;
				EnQ_index = EnQ_index + 1;
			end
			else if(Read)
			begin
				DataOut = Queue[0];   
				for(i = 0; i<4; i=i+1)	
					Queue[i] <= Queue[i+1];
				Queue[4] = -1;		
				EnQ_index = EnQ_index - 1;
			end
		end
	end
endmodule
==> flow/run.sh <==
#!/bin/bash
# OpenROAD 26Q1-2900-gdf79404cd8, Yosys 0.63+post, stock flow scripts
make -C /OpenROAD-flow-scripts/flow DESIGN_CONFIG=/design/flow/config.mk WORK_HOME=/design/flow/orfs finish
==> flow/config.mk <==
export PLATFORM = sky130hd
export DESIGN_NAME = VALU_AQ
export DESIGN_NICKNAME = VALU_AQ
export VERILOG_FILES = /design/flow/design.v
export SDC_FILE = /design/flow/constraint.sdc
export NUM_CORES = 4
export LEC_CHECK = 1
export CORE_UTILIZATION = 30
==> flow/constraint.sdc <==
current_design VALU_AQ

set clk_period 5.8
set clk_io_pct 0.2

create_clock -name clk0 -period $clk_period [get_ports {clk}]

set non_clock_inputs [all_inputs -no_clocks]
set_input_delay [expr $clk_period * $clk_io_pct] -clock clk0 $non_clock_inputs
set_output_delay [expr $clk_period * $clk_io_pct] -clock clk0 [all_outputs]
==> impl_results.rst <==
Metrics
=======

.. list-table::
   :header-rows: 1

   * - Metric
     - Value
   * - WHS Path Cells
     - 1
   * - Critical setup path kind
     - in2reg
   * - Register bit total from synthesis
     - around 200
   * - Yosys synthesis warning count
     - 2
   * - Final Max Tran Viols
     - 0
   * - Sort of element at the start of the critical path
     - input pin
   * - Number of hold-slack violations in the final timing report
     - 0
   * - Finish-stage setup viols
     - 0
   * - Router iterations before antenna repair
     - 4
   * - Vias in the first global route
     - ~5k
   * - Iter 0 DRT Violations
     - 293
   * - Cell with the most instances after synthesis
     - sky130_fd_sc_hd__dfstp_2
   * - Die X-Extent
     - between 150 and 200 microns
   * - Worst setup timing slack at the placement stage
     - around 2600 ps
   * - Max FO, Critical Path
     - between 70 and 80
   * - Clock Latency Late Sink
     - between 400 and 500 ps
   * - Proportion of synthesized flip-flops having asynchronous set or reset
     - about 82%
   * - Clock tree from TritonCTS
     - yes
   * - Number of clock sinks
     - roughly 200
   * - Via count
     - around 5.0k
   * - Synth area leader
     - sky130_fd_sc_hd__dfstp_2
   * - Max Clock Freq
     - about 370 MHz
   * - Slowest-stage cell, CP
     - sky130_fd_sc_hd__a31o_4
   * - Worst setup margin
     - 3069 ps
   * - Wire length of the first global-routing pass
     - 27450 microns
   * - Port Buffer Count
     - around 67
   * - Required time at the endpoint of the critical path
     - 6150 ps
   * - Master cell of the clock root buffer
     - sky130_fd_sc_hd__clkbuf_16
   * - Critical Path End Type
     - flip-flop
   * - Data arrival time of the critical path
     - roughly 3100 ps
   * - Buffering stage count on the worst path with inverters included
     - 1
   * - Post-synth top cells
     - sky130_fd_sc_hd__dfstp_2, sky130_fd_sc_hd__inv_1, sky130_fd_sc_hd__o21ai_0
   * - Number of buffers inserted during clock tree synthesis
     - 17
   * - Tally of max-capacitance violations
     - 0
   * - Crit path largest cell delay
     - ~650 ps
   * - Residual DRC count
     - 0
   * - Detail-routed via count per cell
     - 4.333
   * - Power density over the cells
     - approximately 360 mW/mm^2
   * - H-tree depth
     - 4
   * - Number of antenna violations at the first check in global routing
     - 3
   * - Clock skew
     - about 7 ps
   * - CP cell instances
     - buf_4, and2b_4, a31o_4, mux2_2
   * - Netlist cell types
     - 23
   * - Hold buffer count at cts
     - 0
   * - Capture point of the worst reg-to-reg path
     - Queue[0][6]$_DFFE_PN1P_
   * - Largest cells by area
     - sky130_fd_sc_hd__dfstp_2, sky130_fd_sc_hd__edfxtp_1, sky130_fd_sc_hd__mux2_2, sky130_fd_sc_hd__o21ai_0, sky130_fd_sc_hd__inv_1
   * - Clock-pin slew of the registers on the worst-case setup and hold paths
     - 70 ps
   * - Number of buffers on the longest clock path
     - 2
   * - Chip Area, Yosys
     - about 0.0087 sq mm
   * - Post-route antenna net violation count
     - 0
   * - Worst Min Path Start
     - Queue[4][12]$_DFFE_PN1P_
   * - Sum of overflow across all layers after global routing
     - 0
   * - Std-Cell Rows
     - 62
   * - Sequential fraction of the synthesis area
     - between 60 and 70%
   * - Number of gates given a new drive strength after cts
     - 0
   * - Result of the run
     - finished, final reports clean
   * - Overall fraction of global-route tracks in use
     - a little under an eighth
   * - Number of warnings in the stage logs
     - 25
   * - Post-CTS Setup Bufs
     - 0
   * - Startpoint of the worst register-to-register path
     - EnQ_index[2]$_DFFE_PP_
   * - Setup slack on the worst flop-to-flop path
     - roughly 3800 ps
   * - Post-DR wirelength/cell
     - approximately 14 microns
   * - Actual transition at the worst max-transition pin
     - 736.5 ps
   * - Routed wire length
     - between 15000 and 20000 microns
   * - Share of layout cells above drive strength 1
     - around two fifths
   * - Count of pins on the block boundary
     - 68
   * - Peak VDD IR
     - ~220 uV
   * - Worst hold endpoint
     - Queue[4][12]$_DFFE_PN1P_
   * - Routability cong.
     - between 0.7 and 0.8
   * - HPWL Detailed
     - a little under 10000 microns
   * - Min cycle time layout
     - about 2700 ps
   * - Lkg Pwr
     - around 4.4 nW
   * - Most instantiated flip-flop cell in the synthesis netlist
     - sky130_fd_sc_hd__dfstp_2
   * - Synthesized instance count
     - ~700
   * - Max-slew headroom
     - approximately half
   * - CP top delay family
     - AND-OR/OR-AND gates
   * - FF-to-FF path depth
     - 4
   * - Overall chip area
     - slightly below 0.03 sq mm
   * - Synthesis-to-layout area growth
     - 17.66%
   * - Type of the worst min-delay path
     - reg2reg
   * - Largest net degree at the start of global routing
     - just over 90
   * - Final setup TNS
     - 0 ps
   * - Mean instance size in the synthesized netlist
     - about 13 sq um
   * - Unrepaired setup endpoints after global routing
     - no
   * - Final clock period utilization by the worst path
     - between 40% and 50%
   * - Post-synth tally of flip-flops with integrated enable
     - 35
   * - Vertical die size
     - ~170 microns
   * - Number of cells in Yosys stat
     - 696
   * - Share of the core filled by cells before placement
     - between 30% and 40%
   * - Share of the synthesized area in the top cell type
     - 48.05%
   * - Syn Std Cell Area
     - roughly 0.0087 sq mm
   * - Core Area
     - between 0.02 and 0.03 sq mm
[power by group]
group	switching, mW	internal [mW]	total [mW]	leakage [nW]
sequential	0.140	1.88	2.02	2.01
clock	0.494	0.618	1.11	0.262
combinational	0.251	0.341	0.592	2.11
total	0.885	2.84	3.73	4.38
[cells by family after synthesis]
family,share of synthesized area (%)
multiplexers,17.76
adder cells (fa/ha/maj),0.2288
flip-flops,60.07
AND/OR/NAND/NOR,1.917
AND-OR/OR-AND,11.54
XOR/XNOR,0.2003
buffers and inverters,8.281
[per-layer routing]
metal	track usage, %	up-vias	wire length [microns]
met1	18.38	2464	7916
li1	-	2446	-
met5	0	-	30
met3	3.208	11	741
met4	1.180	4	127
met2	18.21	67	7529
[worst max-delay path by stage]
stage	slack (ps)	cells after the start	startpoint	endpoint
4_1_cts	3080	4	Write	Queue[3][31]$_DFFE_PN1P_
5_1_grt	2940	5	Write	Queue[0][22]$_DFFE_PN1P_
6_report	3070	4	Write	Queue[3][0]$_DFFE_PN1P_
[placed cells by master (no fill, tap or decap), drive strengths merged]
cell and n:
nor2b 1, mux2 128, nand2b 1, xnor2 2, clkinv 2, and2b 1
nand2 32, a31o 1, clkinvlp 2, buf 11, nand4bb 1, edfxtp 35
diode 1, clkdlybuf4s50 65, a31oi 3, dfstp 160, inv 133, bufinv 1
fa 1, o21a 1, clkbuf 25, o22a 32, and2 1, o21ai 128
[area by class of cell]
type	instances	area (sq um)
clock buffer	25	475.5
antenna	1	2.502
inverter	131	491.7
multi-input combinational	333	2778
fill	2733	18410
clock inverter	7	73.82
sequential	195	5255
timing repair buffer	76	737.0
tap	384	480.5
[sequential cells by signal (all words and copies together), names as in the netlist]
register,cells
DataOut,32
Queue,160
EnQ_index,3
[metrics by stage]
step | util (%) | instances | power, mW | hold WS [ps] | instance area, sq um
after CTS | 35.85 | 1151 | 3.786 | 516.4 | 10290
final | 35.86 | 1152 | 3.727 | 513.0 | 10290
after global placement | 33.94 | 1119 | 2.631 | 501.7 | 9742
after floorplan | - | 696 | 2.458 | 497.1 | 8748
after detailed placement | 33.94 | 1119 | 2.646 | 505.4 | 9742
after global routing | 35.85 | 1151 | 3.952 | 523.8 | 10290
Power is estimated from default activity; no workload was simulated.
